File: ./run.sh
#!/bin/bash
# OpenROAD 26Q1-2900-gdf79404cd8, Yosys 0.63+post, stock flow scripts
make -C /OpenROAD-flow-scripts/flow DESIGN_CONFIG=/design/flow/config.mk WORK_HOME=/design/flow/orfs finish
File: ./config.mk
export PLATFORM = sky130hd
export DESIGN_NAME = lab5_fpga
export DESIGN_NICKNAME = lab5_fpga
export VERILOG_FILES = /design/flow/design.v
export SDC_FILE = /design/flow/constraint.sdc
export NUM_CORES = 4
export LEC_CHECK = 1
export CORE_UTILIZATION = 50
File: ./constraint.sdc
current_design lab5_fpga

set clk_period 7.3
set clk_io_pct 0.2

create_clock -name clk0 -period $clk_period [get_ports {clk}]

set non_clock_inputs [all_inputs -no_clocks]
set_input_delay [expr $clk_period * $clk_io_pct] -clock clk0 $non_clock_inputs
set_output_delay [expr $clk_period * $clk_io_pct] -clock clk0 [all_outputs]
File: ./design.v
`timescale 1ps / 1fs
module adder(
    input [3:0] x,
    input [3:0] y,
    input c_in,              
    output [3:0] out,
    output c_out             
); 
    wire u0, u1, u2;
    assign out[0]=x[0]^y[0]^c_in;
    assign u0=(x[0]&y[0])|(x[0]&c_in)|(y[0]&c_in);
    assign out[1]=x[1]^y[1]^u0;
    assign u1=(x[1]&y[1])|(x[1]&u0)|(y[1]&u0);
    assign out[2]=x[2]^y[2]^u1;
    assign u2=(x[2]&y[2])|(x[2]&u1)|(y[2]&u1);
    assign out[3]=x[3]^y[3]^u2;
    assign c_out=(x[3]&y[3])|u2&(x[3]^y[3]);
endmodule
module arithmeticUnit(
    input [3:0] x,
    input [3:0] y,
    input [2:0] select,
    output [3:0] out,
    output c_out             
);
    wire [3:0] a;
    assign a[0]=(select[2]&~y[0])|(select[1]&y[0]);
    assign a[1]=(select[2]&~y[1])|(select[1]&y[1]);
    assign a[2]=(select[2]&~y[2])|(select[1]&y[2]);
    assign a[3]=(select[2]&~y[3])|(select[1]&y[3]);
    adder Arithmetic(a, x, select[0],out,c_out);
endmodule
module mux4to1(
    input [3:0] in,
    input [1:0] select,
    output out
);
    assign out=select[1]?(select[0]?in[3]:in[2]):(select[0]?in[1]:in[0]);
endmodule
module logicUnit(
    input [3:0] x,
    input [3:0] y,
    input [1:0] select,
    output [3:0] out
);
    wire [3:0] d0, d1, d2, d3;
    assign d3=~x;
    assign d2=x^y;
    assign d1=x|y;
    assign d0=x&y;
    mux4to1 Logic0({d3[0],d2[0],d1[0],d0[0]},select,out[0]);
    mux4to1 Logic1({d3[1],d2[1],d1[1],d0[1]},select,out[1]);
    mux4to1 Logic2({d3[2],d2[2],d1[2],d0[2]},select,out[2]);
    mux4to1 Logic3({d3[3],d2[3],d1[3],d0[3]},select,out[3]);
endmodule
module mux2to1(
    input [1:0] in,
    input  select,
    output out
);
    assign out=select?in[1]:in[0];
endmodule
module lab5_1(
    input [3:0] x,
    input [3:0] y,
    input [3:0] select,
    output [3:0] out,
    output c_out             
);
    wire [3:0] d0, d1;
    arithmeticUnit Arithmetic(x,y,select[2:0],d0,c_out);
    logicUnit Logic(x,y,select[1:0],d1);
    mux2to1 ALU0({d1[0],d0[0]},select[3],out[0]);
    mux2to1 ALU1({d1[1],d0[1]},select[3],out[1]);
    mux2to1 ALU2({d1[2],d0[2]},select[3],out[2]);
    mux2to1 ALU3({d1[3],d0[3]},select[3],out[3]);
endmodule
`timescale 1ns / 1ps
module lab5_fpga (
    input clk,
    input btnCenter,
    btnTop,
    btnBottom,
    btnLeft,
    btnRight,
    input [15:0] sw,
    output [3:0] ssSel,
    output [7:0] ssDisp,
    output [15:0] led
);
  parameter arg0_str = 16'b0000110010111010;
  parameter arg1_str = 16'b0001110010111010;
  parameter op_str = 16'b1110000111010101;
  parameter res_str = 16'b1110010111011011;
  reg [3:0] arg0, arg1, op;
  reg [31:0] counter;
  reg [15:0] gbuf;
  wire [3:0] res;
  wire c_out;
  reg [1:0] state;
  reg blinker;
  initial begin
    arg0 <= 0;
    arg1 <= 0;
    op <= 0;
    counter <= 0;
    gbuf <= 16'b1111111111111111;
    state <= 0;
    blinker <= 0;
  end
  assign led = 16'b0000100110011001;
  lab5_1 alu (
      .x(arg0),
      .y(arg1),
      .select(op),
      .out(res),
      .c_out(c_out)
  );
  led_renderer renderer (
      .graphics(gbuf),
      .clk(clk),
      .segSel(ssSel),
      .seg(ssDisp)
  );
  always @(posedge clk) begin
    counter = counter + 1;
    if (counter == 100000000) begin
      counter <= 0;
      blinker <= !blinker;
    end
    if (btnLeft && state != 0) begin
      state   <= 0;
      counter <= 0;
      blinker <= 0;
    end else if (btnCenter && state != 1) begin
      state   <= 1;
      counter <= 0;
      blinker <= 0;
    end else if (btnRight && state != 2) begin
      state   <= 2;
      counter <= 0;
      blinker <= 0;
    end else if (btnTop && state != 3) begin
      state   <= 3;
      counter <= 0;
      blinker <= 0;
    end
  end
  always @(posedge clk) begin
    case (state)
      0: arg0 <= sw[3:0];
      1: arg1 <= sw[7:4];
      2: op <= sw[11:8];
    endcase
  end
  always @(posedge clk) begin
    case (state)
      0:
      if (blinker) begin
        gbuf[3:0]   <= 4'b1111;
        gbuf[7:4]   <= 4'b1111;
        gbuf[11:8]  <= (arg0 / 10);
        gbuf[15:12] <= (arg0 % 10);
      end else begin
        gbuf <= arg0_str;
      end
      1:
      if (blinker) begin
        gbuf[3:0]   <= 4'b1111;
        gbuf[7:4]   <= 4'b1111;
        gbuf[11:8]  <= (arg1 / 10);
        gbuf[15:12] <= (arg1 % 10);
      end else begin
        gbuf <= arg1_str;
      end
      2:
      if (blinker) begin
        gbuf[3:0]   <= 4'b1111;
        gbuf[7:4]   <= 4'b1111;
        gbuf[11:8]  <= (op / 10);
        gbuf[15:12] <= (op % 10);
      end else begin
        gbuf <= op_str;
      end
      3:
      if (blinker) begin
        gbuf[3:0]   <= c_out;
        gbuf[7:4]   <= 4'b1111;
        gbuf[11:8]  <= (res / 10);
        gbuf[15:12] <= (res % 10);
      end else begin
        gbuf <= res_str;
      end
    endcase
  end
endmodule
module led_renderer (
    input [15:0] graphics,
    input clk,
    output reg [3:0] segSel,
    output reg [7:0] seg
);
  integer counter;
  wire [7:0] res0, res1, res2, res3;
  initial begin
    counter <= 0;
    segSel <= 14;
    seg <= 8'b11111111;
  end
  bcd_to_7seg pos0 (
      .bcd(graphics[3:0]),
      .seg(res0)
  );
  bcd_to_7seg pos1 (
      .bcd(graphics[7:4]),
      .seg(res1)
  );
  bcd_to_7seg pos2 (
      .bcd(graphics[11:8]),
      .seg(res2)
  );
  bcd_to_7seg pos3 (
      .bcd(graphics[15:12]),
      .seg(res3)
  );
  always @(posedge clk) begin
    counter <= counter + 1;
    if (counter == 100000) begin
      counter <= 0;
      case (segSel)
        14: begin
          segSel <= 13;
          seg <= res1;
        end
        13: begin
          segSel <= 11;
          seg <= res2;
        end
        11: begin
          segSel <= 7;
          seg <= res3;
        end
        7: begin
          segSel <= 14;
          seg <= res0;
        end
      endcase
    end
  end
endmodule
module bcd_to_7seg (
    input [3:0] bcd,
    output reg [7:0] seg
);
  always @(*) begin
    case (bcd)
      4'b0000: seg = 8'b11000000;   
      4'b0001: seg = 8'b11111001;   
      4'b0010: seg = 8'b10100100;   
      4'b0011: seg = 8'b10110000;   
      4'b0100: seg = 8'b10011001;   
      4'b0101: seg = 8'b10010010;   
      4'b0110: seg = 8'b10000010;   
      4'b0111: seg = 8'b11111000;   
      4'b1000: seg = 8'b10000000;   
      4'b1001: seg = 8'b10010000;   
      4'b1010: seg = 8'b10001000;   
      4'b1011: seg = 8'b10101111;   
      4'b1100: seg = 8'b11000010;   
      4'b1101: seg = 8'b10000110;   
      4'b1110: seg = 8'b10110111;   
      4'b1111: seg = 8'b11111111;   
      default: seg = 8'b11111111;
    endcase
  end
endmodule
==> results.sh <==
# physical design summary
export IMPL_end_kind="register"
export IMPL_hold_viol=0
export IMPL_grt_overflow_total=0
export IMPL_grt_pass1_wl_mm=19.7
export IMPL_wl_per_cell_um=13.4
export IMPL_clkTransAtPathRegs_ns=0.07
export IMPL_edf_count=23
export IMPL_async_flop_share=0
export IMPL_p_total_mw=1.61
export IMPL_fillers=1007
export IMPL_timing_rr_end="gbuf[13]"
export IMPL_cts_root_buf="clkbuf_16"
export IMPL_insertedDiodeCount=0
export IMPL_die_x_um=113
export IMPL_fmax_mhz=286
export IMPL_drc=0
export IMPL_ys_flops=103
export IMPL_run_status="completed"
export IMPL_track_usage=0.196
export IMPL_fin_hold_ws_ns=0.460
export IMPL_die_h_um=113
export IMPL_peakVddDrop_mv=0.186
export IMPL_avgSynthCellArea_um2=9.27
export IMPL_rows=40
export IMPL_reg2reg_depth=12
export IMPL_dpl_hpwl_mm=8.08
export IMPL_final_max_slew_viol_count=0
export IMPL_yosys_stat_seqShare=0.375
export IMPL_grt_max_degree=20
export IMPL_cts_tree="built"
export IMPL_ys_cells=660
export IMPL_yosysTopAreaCell="dfxtp_1"
export IMPL_cp_required_ns=7.52
export IMPL_grt_pass1_vias=4168
export IMPL_fin_crit_ns=3.49
export IMPL_synthCells=660
export IMPL_first_pass_iters=4
export IMPL_clk_latency_ns=0.35
export IMPL_postCtsResizedCells=0
export IMPL_dp_cells=815
export IMPL_max_cap_violations=0
export IMPL_ys_warn_count=3
export IMPL_num_vias=4555
export IMPL_cp_arrival_ns=3.71
export IMPL_fp_util=0.511
export IMPL_worst_pin_slew_ns=0.743
export IMPL_yosys_area_mm2=0.00612
export IMPL_hold_path_startpoint="renderer.counter[0]"
export IMPL_clk_path_buf_depth=2
export IMPL_setup_viol=0
export IMPL_cts_buffers=9
export IMPL_critical_path_peak_fanout=10
export IMPL_final_setup_tns_ns=0
export IMPL_io_pins=50
export IMPL_htreeDepth=3
export IMPL_max_slew_margin=0.500
export IMPL_fin_crit_sh=0.478
export IMPL_r2r_slack_ns=3.81
export IMPL_p_leak_nw=2.52
export IMPL_synth_distinct_cells=70
export IMPL_clock_sinks=103
export IMPL_antenna_found_initial=0
export IMPL_skew_ns=0.00607
export IMPL_area_leaders="dfxtp_1 26%, edfxtp_1 11%, ha_1 6.5%"
export IMPL_holdPathStages=1
export IMPL_core_mm2=0.0120
export IMPL_synth_dominant_cell_count="dfxtp_1"
export IMPL_power_density_mw_per_mm2=239
export IMPL_syn_to_final_growth_pct=9.84
export IMPL_holdBufCountCts=0
export IMPL_cts_setup_buffers=0
export IMPL_ff_type="dfxtp_1"
export IMPL_hold_end="renderer.counter[0]"
export IMPL_drt_initial_drc_count=207
export IMPL_routabilityCongestion=0.869
export IMPL_instances_no_fill=831
export IMPL_netlist_area_mm2=0.00612
export IMPL_drive_gt1_frac=0.0863
export IMPL_startpoint_type="register"
export IMPL_die_area_mm2=0.0127
export IMPL_wl_mm=11.2
export IMPL_drtAntennaViolNets=0
export IMPL_top_cell_area_share=0.262
export IMPL_warning_count=51
export IMPL_reg2reg_from="op[1]"
export IMPL_hold_class="reg2reg"
export IMPL_top_cells_by_count="80 x dfxtp_1, 64 x nor2_1, 45 x inv_1, 41 x nand2_1, 41 x xnor2_1"
export IMPL_io_buffers=27
export IMPL_rsz0062_at_grt="false"
export IMPL_path_class="reg2reg"
export IMPL_drt_vias_per_instance=5.48
==> how the worst max path moves through the flow <==
stage,cells after the start,from,end,slack (ns)
final,12,op[1],gbuf[13],3.81
after global routing,12,op[1],gbuf[13],3.57
after CTS,12,op[1],gbuf[13],3.81
==> through the flow <==
| step | cell area, um2 | utilization | setup WS [ns] |
|---|---|---|---|
| floorplan | 6180 | - | 4.02 |
| global placement | 6420 | 0.537 | 3.76 |
| detailed placement | 6420 | 0.537 | 3.75 |
| CTS | 6720 | 0.562 | 3.81 |
| global route | 6720 | 0.562 | 3.57 |
| finish | 6720 | 0.562 | 3.81 |
==> placed cells by master (no fill, tap or decap), types with 5 or more instances in the layout <==
cell type and n:
dfxtp_1 80, mux4_2 8, nor4_1 11, nand3_1 31, nor3_1 16, clkbuf_16 10, nor2_1 64, a21oi_1 30
xnor2_1 41, nand4_1 11, a211oi_1 5, nand2_1 41, o211ai_1 7, and3_1 11, xor2_1 20, mux2i_1 12
conb_1 18, edfxtp_1 23, nor2b_1 5, inv_1 45, nor2_2 11, a31oi_1 5, clkdlybuf4s50_1 27, o21ai_0 23
ha_1 32
==> worst max-delay path, stage by stage (launching register included) <==
cell and delay (ns):
edfxtp_1 0.59, mux2i_1 0.16, fa_1 0.41, fa_1 0.41, fa_1 0.38, inv_1 0.08, fa_1 0.39, nor2b_1 0.13
a211oi_1 0.28, a211o_1 0.23, nor2_1 0.06, mux2i_1 0.15, a21oi_1 0.08
==> power breakdown <==
| group | internal, mW | switching, mW | total, mW |
|---|---|---|---|
| clock | 0.259 | 0.220 | 0.478 |
| combinational | 0.192 | 0.206 | 0.398 |
| sequential | 0.640 | 0.0927 | 0.733 |
| total | 1.09 | 0.519 | 1.61 |
==> cell families (layout without fill, tap and decap cells) <==
kind of cell | after synthesis | in the layout | synth area share
buf+inv | 83 | 91 | 0.0659
simple gates | 249 | 249 | 0.229
xor+xnor | 61 | 61 | 0.0873
mux | 22 | 22 | 0.0528
compound gates | 104 | 104 | 0.110
other cells | 2 | 18 | 0.00123
flops | 103 | 103 | 0.375
fa+ha+maj | 36 | 36 | 0.0785
==> area by class of cell <==
cell class	count	area [um2]	share of cell area
Multi-Input combinational cell	490	3480	0.518
Sequential cell	103	2290	0.341
Timing Repair Buffer	30	293	0.0436
Clock buffer	11	254	0.0378
Tap cell	147	184	0.0274
Inverter	45	169	0.0251
Clock inverter	5	45.0	0.00670
==> routing by layer <==
layer | track usage | vias up | share of wire
li1 | - | 2344 | -
met1 | 0.312 | 2124 | 0.50
met2 | 0.307 | 82 | 0.46
met3 | 0.0336 | 5 | 0.037
met4 | 0.0142 | 0 | 0.0081
met5 | 0 | - | 0
==> state kept, by name, indices dropped and copies added, names as in the netlist <==
| register | flops |
|---|---|
| renderer.seg | 7 |
| arg0 | 4 |
| state | 2 |
| renderer.segSel | 4 |
| blinker | 1 |
| counter | 32 |
| op | 4 |
| renderer.counter | 32 |
| arg1 | 4 |
| gbuf | 13 |
Power and IR drop assume default switching activity.
