==> flow/design.v <==
`timescale 1ps / 1fs
module decade_counter(input reset_n, input clk, output [3:0] count);
    wire count0_comp, count1_comp, count2_comp, count3_comp;
    assign count0_comp = ~count[0];
    assign count1_comp = ~count[1];
    assign count2_comp = ~count[2];
    assign count3_comp = ~count[3];
    edge_trigger_JKFF JK_A(reset_n,1,1,clk,count[0],count0_comp);
    edge_trigger_JKFF JK_B(reset_n,count[0]&~count[3],count[0]&~count[3],clk,count[1],count1_comp);
    edge_trigger_JKFF JK_C(reset_n,count[0]&count[1],count[0]&count[1],clk,count[2],count2_comp);
    edge_trigger_JKFF JK_D(reset_n,count[0]&count[1]&count[2],count[0],clk,count[3],count3_comp); 
endmodule
`timescale 1ps / 1fs
module decade_counter_2digits(input reset_n, input clk, output [7:0] count);
    wire [3:0] count_digit1;
    wire [3:0] count_digit2;
    wire cp;
    decade_counter digit_1(reset_n, clk, count_digit1);
    assign count[3:0] = count_digit1;
    assign cp = count_digit1[0] & count_digit1[3];
    decade_counter digit_2(reset_n, cp, count_digit2);
    assign count[7:4] = count_digit2;
endmodule
`timescale 1ps / 1fs
module edge_trigger_JKFF(input reset_n, input j, input k, input clk, output reg q, output reg q_);  
    initial begin
      q = 0;
      q_ = ~q;
    end
    always @(negedge clk) begin
        q = reset_n & (j&~q | ~k&q);
        q_ = ~reset_n | ~q;
    end
endmodule
module edge_trigger_D_FF(input reset_n, input d, input clk, output q, output q_);   
    edge_trigger_JKFF D_JK(reset_n, d, ~d, clk, q, q_);
endmodule
==> flow/run.sh <==
#!/bin/bash
# OpenROAD 26Q1-2900-gdf79404cd8, Yosys 0.63+post, stock flow scripts
make -C /OpenROAD-flow-scripts/flow DESIGN_CONFIG=/design/flow/config.mk WORK_HOME=/design/flow/orfs finish
==> flow/config.mk <==
export PLATFORM = sky130hd
export DESIGN_NAME = decade_counter_2digits
export DESIGN_NICKNAME = decade_counter_2digits
export VERILOG_FILES = /design/flow/design.v
export SDC_FILE = /design/flow/constraint.sdc
export NUM_CORES = 4
export LEC_CHECK = 1
export CORE_AREA = 10 10 70 70
export DIE_AREA = 0 0 80 80
export SYNTH_HDL_FRONTEND = slang
==> flow/constraint.sdc <==
current_design decade_counter_2digits

set clk_period 1.3
set clk_io_pct 0.2

create_clock -name clk0 -period $clk_period [get_ports {clk}]

set non_clock_inputs [all_inputs -no_clocks]
set_input_delay [expr $clk_period * $clk_io_pct] -clock clk0 $non_clock_inputs
set_output_delay [expr $clk_period * $clk_io_pct] -clock clk0 [all_outputs]
==> results.txt <==
fresh numbers from the pnr run: Vias 265, leakage power ~0.24 nW, ys cells roughly 40, Cell variety after synth 12, Bufs on Longest Clock Path 2, setup TNS -1.239 ns, hold depth 2, FP Rows 21, Power Dens Cells roughly 710 nW/um^2, Core Area about 3400 um^2, dpl hpwl 586.1 um, max incr delay on CP about 0.31 ns, Latency at later pin between 0.2 and 0.3 ns, share of layout cells above drive strength 1 a little under a third, register area between 150 and 200 um^2, Avg Inst Size Synth 9.603 um^2, placed cell count about 90, sequential share of the synthesized area around two fifths, Vias/cell 2.732, FF-to-FF Start digit_1.JK_B.q, Residual DRC 0, Routed Antenna Nets 0, reg2reg path depth 4, largest area contributor in the netlist dfxtp_1, antenna violations before repair 0, fillers a little under 400, crit path capture type output port, most numerous logic cell after layout buf_4, Max Cap Viol 0, failing checks negative setup slack, Synth Register Bits 8, endpoints failing setup 4, Max Transition Viols Final 0, placed cell areas ~500 um^2, min setup slack post-route -0.3144 ns, fin cells between 90 and 100, Yosys Chip Area approximately 380 um^2, Worst path slowest cell dfxtp_2, Chip Area between 6000 and 7000 um^2, DR iter-0 viols 6, ant diodes 0, top cells, area dfxtp_1, buf_4, and2_1, ha_1, nor2b_1, H-Tree Depth 1, Reg clk slew, reported paths 0.04 ns, HP Start digit_1.JK_A.q, Mapped Cells approximately 40, Design Area, Final approximately 530 um^2, hold_buf cts 0, Syn Std Cell Area 384.1 um^2, endpoints left unconstrained 8, Setup Skew roughly 0.0095 ns, Gate Area 152.6 um^2, reg-to-reg critical path endpoint digit_1.JK_C.q, cell chain of the critical path buf_2, CP delay by family, top flip-flops, Worst Path Max Fanout 2, die width roughly 80 um, pin count of the biggest net entering global routing 7, WP data arrival 1.35 ns, flop2flop setup slack about 0.2 ns, root buf cell clkbuf_4, buffers and inverters on the worst path 1, fp util between 10 and 15%, GRT Util Overall 2.115%, final WL ~700 um, worst relative slew slack just under 90%, TritonCTS clock tree done, Vert. Die Dim approximately 80 um, drt wl/cell 7.340 um, slew at the pin with the worst max-slew slack about 0.18 ns, count of unclocked register or latch pins 4, RePlAce Congestion just over 0.6, warning count from the yosys run 0, Setup CP Type register to output port, peak supply drop 0.2779 mV, total CTS buffers 3, RSZ-0062 raised after global routing yes, final hold violations 0, IO buf count 9, outcome finished with violations, Startpoint Class register, gr ovfl total 0, Hold Path End digit_1.JK_A.q, Pre-antenna DRT Iters 3, Syn-to-layout area delta 36.81%, crit path DRT between 1 and 1.5 ns, Final Util 15.38%, vias in the first global route between 200 and 250, Log Warnings 32, I/O pin total 10, first-pass GRT wire length between 1000 and 1500 um, Area leader share 41.69%, Hold Path Class register to register
-- state kept, by name, indices dropped and copies added (netlist names) --
signal          flops
digit_1.JK_B.q      1
digit_2.JK_C.q      1
digit_2.JK_A.q      1
digit_1.JK_C.q      1
digit_1.JK_A.q      1
digit_2.JK_B.q      1
digit_1.JK_D.q      1
digit_2.JK_D.q      1
-- synthesized netlist by cell type --
cell type	instances
a21boi_1	1
and2_1	4
buf_4	9
dfxtp_1	8
ha_1	2
inv_1	1
nand2_1	4
nand2b_1	2
nand4bb_1	2
nor2b_1	4
o211a_1	1
o21ai_1	2
-- repair_timing --
item,CTS,global route
setup endpoints to repair,8,4
pin swaps,0,0
setup buffers,0,1
gates resized,16,0
-- stage by stage --
stage	total power, mW	hold WS (ns)	setup WS (ns)
floorplan	0.1926	0.4361	-0.03821
global placement	0.2077	0.5100	-0.4674
detailed placement	0.2079	0.5139	-0.4580
CTS	0.3899	0.5159	-0.3349
global route	0.4100	0.5297	-0.3612
finish	0.3750	0.5092	-0.3144
-- power breakdown --
group	total, mW	switching [mW]	internal (mW)
Sequential	0.136	0.00313	0.133
Clock	0.199	0.0789	0.121
Combinational	0.0396	0.0148	0.0249
-- layer usage --
layer	wire length [um]	vias up	global-route usage, %
met1	281	115	2.283
met2	344	7	3.130
met3	85	0	1.705
li1	-	143	-
met4	0	0	0.5282
met5	0	-	0
-- final cells by class --
cell class | instances | share of cell area [%]
sequential | 8 | 31.43
multi-input combinational | 22 | 29.05
timing repair buffer | 14 | 21.43
tap | 46 | 10.95
clock buffer | 3 | 4.286
clock inverter | 4 | 2.857
-- worst max path at each step --
stage,from,to,slack [ns],cells past startpoint
4_1_cts,digit_1.JK_B.q,count[1],-0.33,1
5_1_grt,digit_1.JK_B.q,count[1],-0.36,1
6_report,digit_1.JK_B.q,count[1],-0.31,1
-- logic make-up after synthesis --
group	count (synthesis)	synth area share, %
buffers and inverters	10	18.56
adder cells (fa/ha/maj)	2	6.514
AND/OR/NAND/NOR	16	26.05
AND-OR/OR-AND	4	7.167
flip-flops	8	41.69
Power figures rest on the tool's default switching activity, not on a simulated workload.
