===== design/flow/run.sh =====
#!/bin/bash
# OpenROAD 26Q1-2900-gdf79404cd8, Yosys 0.63+post, stock flow scripts
make -C /OpenROAD-flow-scripts/flow DESIGN_CONFIG=/design/flow/config.mk WORK_HOME=/design/flow/orfs finish

===== design/flow/design.v =====
module halfAdder(
    input in_a,
    input in_b,
    output out_s,
    output out_c
    );
    xor U0(out_s,in_a,in_b);
    and U1(out_c,in_a,in_b);
endmodule
module fullAdder(
    input in_a,
    input in_b,
    input in_c,
    output out_s,
    output out_c
    );
    wire line_xor,line_and,line_and2;
    halfAdder U0(in_a,in_b,line_xor,line_and);
    halfAdder U1(line_xor,in_c,out_s,line_and2);
    or U2(out_c,line_and,line_and2);
endmodule
module lab4_2(
    input [4:0] in_a,
    input [4:0] in_b,
    input in_c,
    output [4:0] out_s,
    output out_c
    );
    wire c1,c2,c3,c4;
    fullAdder U0(in_a[0],in_b[0],in_c,out_s[0],c1);
    fullAdder U1(in_a[1],in_b[1],c1,out_s[1],c2);
    fullAdder U2(in_a[2],in_b[2],c2,out_s[2],c3);
    fullAdder U3(in_a[3],in_b[3],c3,out_s[3],c4);
    fullAdder U4(in_a[4],in_b[4],c4,out_s[4],out_c);
endmodule
module lab4_4(
    input [4:0]in_a,
    input [2:0]in_b,
    output [7:0]out_m
    );
    wire [4:0] pp0,pp1,pp2;
    assign pp0[0]=in_a[0]&in_b[0];
    assign pp0[1]=in_a[1]&in_b[0];
    assign pp0[2]=in_a[2]&in_b[0];
    assign pp0[3]=in_a[3]&in_b[0];
    assign pp0[4]=in_a[4]&in_b[0];
    assign pp1[0]=in_a[0]&in_b[1];
    assign pp1[1]=in_a[1]&in_b[1];
    assign pp1[2]=in_a[2]&in_b[1];
    assign pp1[3]=in_a[3]&in_b[1];
    assign pp1[4]=in_a[4]&in_b[1];
    assign pp2[0]=in_a[0]&in_b[2];
    assign pp2[1]=in_a[1]&in_b[2];
    assign pp2[2]=in_a[2]&in_b[2];
    assign pp2[3]=in_a[3]&in_b[2];
    assign pp2[4]=in_a[4]&in_b[2];
    wire [4:0] s0_1;
    wire c0_1;
    assign out_m[0]=pp0[0];
    lab4_2 add1({0,pp0[4:1]},pp1[4:0],0,s0_1,c0_1);
    assign out_m[1]=s0_1[0];
    lab4_2 add2({c0_1,s0_1[4:1]},pp2,0,out_m[6:2],out_m[7]);
endmodule

===== design/flow/constraint.sdc =====
current_design lab4_4

set clk_period 6.1
set clk_io_pct 0.2

create_clock -name clk0 -period $clk_period

set non_clock_inputs [all_inputs -no_clocks]
set_input_delay [expr $clk_period * $clk_io_pct] -clock clk0 $non_clock_inputs
set_output_delay [expr $clk_period * $clk_io_pct] -clock clk0 [all_outputs]

===== design/flow/config.mk =====
export PLATFORM = sky130hd
export DESIGN_NAME = lab4_4
export DESIGN_NICKNAME = lab4_4
export VERILOG_FILES = /design/flow/design.v
export SDC_FILE = /design/flow/constraint.sdc
export NUM_CORES = 4
export LEC_CHECK = 1
export CORE_AREA = 10 10 70 70
export DIE_AREA = 0 0 80 80

==> impl_metrics.env <==
# source this file to load flow results
export IMPL_area_delta_synth_final_pct=61.09
export IMPL_ant_nets=0
export IMPL_wl_per_cell_um=7.515
export IMPL_clockBufferCount=0
export IMPL_peakVddDrop_mv=0.009008
export IMPL_grt_pass1_wl_mm=1.338
export IMPL_fp_util=0.1007
export IMPL_top_cell_area_share=0.4073
export IMPL_finalCritPeriodShare=0.9586
export IMPL_top_usage_layer="met2"
export IMPL_setup_viol=0
export IMPL_gp_congestion=0.6724
export IMPL_clock_fmax_ghz=0.1710
export IMPL_drcViolationCount=0
export IMPL_grt_use_total=0.02489
export IMPL_routed_wl_um=759
export IMPL_ys_top_cells_by_area="fa_1 (41%), buf_4 (15%), and2_1 (15%)"
export IMPL_yosys_area_um2=344.1
export IMPL_logic_area_um2=264.0
export IMPL_post_dp_hpwl_um=746.6
export IMPL_cts_hold_buf=0
export IMPL_worst_slew_pin_transition_ns=0.1880
export IMPL_layout_drive_gt1_share=0.1455
export IMPL_setup_tns_final_ns=0
export IMPL_via_per_inst=2.703
export IMPL_use_met2=0.06019
export IMPL_drt_first_pass_iters=3
export IMPL_die_width_um=80
export IMPL_chipArea_um2=6400
export IMPL_synth_seq_share=0
export IMPL_max_cap_viol_count=0
export IMPL_synth_warnings=3
export IMPL_rsz0062_at_grt="false"
export IMPL_status="finished clean"
export IMPL_seq_area_um2=0
export IMPL_fp_row_count=21
export IMPL_grt_pass1_vias=305
export IMPL_cp_arrival_ns=4.63
export IMPL_top_cells_by_count="inv_1 (10), and2_1 (8), buf_4 (7), fa_1 (7), nand2_1 (7)"
export IMPL_slew_headroom=0.8743
export IMPL_core_um2=3416
export IMPL_hp_class="input pin to output pin"
export IMPL_initialDrtViolationCount=1
export IMPL_num_antenna_cells=0
export IMPL_hold_viol=0
export IMPL_groute_layer_met1_usage=0.02088
export IMPL_io_pins=16
export IMPL_antenna_found_initial=0
export IMPL_avgSynthCellArea_um2=8.192
export IMPL_p_leak_nw=0.2648
export IMPL_warnings=32
export IMPL_grt_util_met3=0.001136
export IMPL_overflow=0
export IMPL_path_class="input pin to output pin"
export IMPL_most_common_cell="inv_1"
export IMPL_power_density_nw_per_um2=75.52
export IMPL_die_height_um=80
export IMPL_cp_required_ns=4.88
export IMPL_ys_cells=42
export IMPL_critPathLaunchType="input pin"
export IMPL_crit_path_max_fanout=2
export IMPL_post_route_min_period_ns=5.847
export IMPL_synthesis_area_um2=344.1
export IMPL_port_buffers=16
export IMPL_top_area_cell="fa_1"
export IMPL_drv_slew=0
export IMPL_grt_max_degree=6
export IMPL_ff_count=0
export IMPL_end_kind="output pin"
export IMPL_power_mw=0.04186
export IMPL_vias=273
export IMPL_fillCellCount=395
export IMPL_ys_types=6
export IMPL_synthCells=42
area by class of cell:
type / count / area share
Multi-Input combinational cell: 25 / 0.4763
Timing Repair Buffer: 20 / 0.3521
Tap cell: 46 / 0.1038
Inverter: 10 / 0.06772
per-layer routing:
| layer | share of wire | up-vias |
|---|---|---|
| met2 | 0.71 | 2 |
| met3 | 0.034 | 0 |
| met4 | 0 | 0 |
| met1 | 0.26 | 133 |
| met5 | 0 | - |
| li1 | - | 138 |
where the power goes:
part           switching (mW)  internal [mW]
registers                   0              0
logic                  0.0138         0.0280
clock network               0              0
total                  0.0138         0.0280
kinds of logic (layout without fill, tap and decap cells):
kind of cell / count (synthesis) / in the layout / share of synthesized area
adder cells (fa/ha/maj): 10 / 10 / 0.5164
buffers and inverters: 17 / 30 / 0.2618
AND/OR/NAND/NOR: 15 / 15 / 0.2218
path summary, 6_finish.rpt:
path  startpoint        to  slack (ns)  depth (start not counted)
max      in_b[1]  out_m[7]        0.25                         12
min      in_a[0]  out_m[0]        3.14                          3
worst max-delay path: stages:
cell,delay [ns]
clkdlybuf4s50_1,0.48
and2_4,0.14
ha_1,0.12
inv_1,0.05
fa_2,0.33
fa_1,0.47
fa_2,0.40
fa_2,0.34
fa_1,0.36
inv_1,0.07
fa_1,0.16
clkdlybuf4s50_1,0.47
timing repair:
| item | CTS | global route |
|---|---|---|
| buffers inserted | 0 | 0 |
| pin swaps | 2 | 2 |
| setup endpoints to repair | 1 | 1 |
| gates resized | 3 | 3 |
metrics by stage:
| step | cells | hold WS [ns] | utilization | setup WS, ns | cell area [um2] |
|---|---|---|---|---|---|
| 6_report | 101 | 3.137 | 0.1623 | 0.2527 | 554.3 |
| 4_1_cts | 101 | 3.446 | 0.1601 | 0.05840 | 546.8 |
| 5_1_grt | 101 | 3.171 | 0.1623 | 0.1099 | 554.3 |
| 3_5_place_dp | 101 | 3.441 | 0.1579 | -0.1177 | 539.3 |
| 3_3_place_gp | 101 | 3.442 | 0.1579 | -0.1054 | 539.3 |
| 2_1_floorplan | 42 | 2.512 | - | 0.7903 | 344.1 |
cells in the final DEF (no fill, tap or decap):
cell             synthesis  final
nand2_1                  7      7
clkdlybuf4s50_1          0     14
and2_1                   8      7
fa_2                     0      3
and2_4                   0      1
buf_4                    7      4
dlymetal6s2s_1           0      2
inv_1                   10     10
fa_1                     7      4
ha_1                     3      3
Power figures rest on the tool's default switching activity, not on a simulated workload.
